==> /design/flow/design.v <==
module mux_4bits #(parameter regNumnber=8 ,regBits =16 )(out,in0,in1,in2,in3,in4,in5,in6,in7, sel);
  input [regBits-1:0] in0 ;
  input [regBits-1:0] in1 ;
  input [regBits-1:0] in2 ;
  input [regBits-1:0] in3 ;
  input [regBits-1:0] in4 ;
  input [regBits-1:0] in5 ;
  input [regBits-1:0] in6 ;
  input [regBits-1:0] in7 ;
  input [$clog2(regNumnber)-1:0] sel;
  output [regBits-1:0] out;
  assign out =
    (sel == 0) ? in0 :
    (sel == 1) ? in1 :
    (sel == 2) ? in2 :
    (sel == 3) ? in3 :
    (sel == 4) ? in4 :
    (sel == 5) ? in5 :
    (sel == 6) ? in6 :
    (sel == 7) ? in7 : 4'bx;
endmodule
module regLoop #(parameter regNumnber=8 ,regBits =16 )(read_enable,write_enable,read_addr,write_addr,read_data,write_data,clk,rst);
input clk;
input rst;
input read_enable;
input write_enable;
input [$clog2(regNumnber)-1:0] read_addr;
input [$clog2(regNumnber)-1:0] write_addr;
input [regBits-1:0] write_data;
output [regBits-1:0] read_data;
reg [regBits-1:0] read_data;
wire [regBits-1:0] Muxin[0:7];
wire [regBits-1:0] Muxout;
wire [regBits-1:0] RegOut[0:7];
genvar i;
generate
for(i=0;i<regNumnber;i=i+1)
begin
wire IsMe ;
assign IsMe= (write_addr==i)?1:0;
register#(regBits)regg(write_enable&&IsMe,Muxin[i],write_data,rst,clk,RegOut[i]);
end
endgenerate
mux_4bits #(regNumnber,regBits)muxx(Muxout,Muxin[0],Muxin[1],Muxin[2],Muxin[3],Muxin[4],Muxin[5],Muxin[6],Muxin[7], read_addr);
always @(posedge clk)
begin
if(read_enable)
read_data=Muxout;
end
endmodule
module register#(parameter regBits =16 )(write_enable,read_data,write_data,rst,clk,MyData);
input clk;
input rst;
input write_enable;
input [regBits-1:0] write_data;
output [regBits-1:0] read_data;
reg[regBits-1:0] read_data;
output[regBits-1:0] MyData;
reg[regBits-1:0] MyData;
always @*
begin
read_data= MyData;
end
always@(negedge clk or posedge rst)
begin
if(rst)
   MyData=0;
else if(write_enable)
 begin
 MyData=write_data;
 end
end
endmodule
==> /design/flow/run.sh <==
#!/bin/bash
# OpenROAD 26Q1-2900-gdf79404cd8, Yosys 0.63+post, stock flow scripts
make -C /OpenROAD-flow-scripts/flow DESIGN_CONFIG=/design/flow/config.mk WORK_HOME=/design/flow/orfs finish
==> /design/flow/config.mk <==
export PLATFORM = sky130hd
export DESIGN_NAME = regLoop
export DESIGN_NICKNAME = regLoop
export VERILOG_FILES = /design/flow/design.v
export SDC_FILE = /design/flow/constraint.sdc
export NUM_CORES = 4
export LEC_CHECK = 1
export CORE_UTILIZATION = 50
==> /design/flow/constraint.sdc <==
current_design regLoop

set clk_period 1.2
set clk_io_pct 0.2

create_clock -name clk0 -period $clk_period [get_ports {clk}]

set non_clock_inputs [all_inputs -no_clocks]
set_input_delay [expr $clk_period * $clk_io_pct] -clock clk0 $non_clock_inputs
set_output_delay [expr $clk_period * $clk_io_pct] -clock clk0 [all_outputs]
==> impl_metrics.json <==
{
  "top_level_ports": 42,
  "cts_tree": "yes",
  "synth.distinct_cells": 43,
  "drt-initial-drc-count": 199,
  "async_reset_ff_share_pct": 88.9,
  "first_pass_iters": 4,
  "ff_type": "dfrtn_1",
  "grt_max_degree": 55,
  "grt_pass1_wl_mm": 27.5,
  "whs_endpoint": "genblk1[7].regg.MyData[12]",
  "wl_met3_um": 907,
  "arrival_ns": 1.98,
  "htreeDepth": 4,
  "vias": 4626,
  "hpwl_mm": 9.99,
  "path_clk_slew_ns": 0.06,
  "slowest_stage": "dfrtn_1",
  "core-area_mm2": 0.0127,
  "whs_ns": 0.455,
  "worstPathRequired_ns": 1.37,
  "cts_buffers": 17,
  "intPower_w": 0.0121,
  "fin_tns_setup_ns": -67.19,
  "detail_route.wl_per_cell_um": 21.5,
  "drive_above_1_share_pct": 53.9,
  "syn_area_per_cell_um2": 13.7,
  "violations": "setup timing",
  "power_density_mw_per_mm2": 1640,
  "postSynthSeqShare_pct": 56.0,
  "track_usage_pct": 29.4,
  "warning_count": 28,
  "fp.dieH_um": 117,
  "path_class": "reg -> reg",
  "rsz0062_at_grt": "true",
  "grt_pass1_vias": 4799,
  "syn_to_final_growth_pct": 47.6,
  "rows": 41,
  "die_area_mm2": 0.0136,
  "dp_slack_ns": -1.30,
  "lay_top_cells": "mux2_4, dfrtn_1, buf_4",
  "placed_area_mm2": 0.00838,
  "ant_nets": 0,
  "dr_wl_met2_mm": 8.53,
  "r2r_start": "genblk1[4].regg.MyData[14]",
  "wirelength_mm": 18.0,
  "ys_warn_count": 2,
  "edf_count": 16,
  "p_sw_share_pct": 23.9,
  "end_kind": "flip-flop",
  "max_slew.worst_pin.slew_ns": 0.723,
  "hold_viol": 0,
  "syn_area_mm2": 0.00658,
  "antenna_cells": 0,
  "synth-seq-cells": 144,
  "p_comb_share_pct": 23.9,
  "maxCapViolCount": 0,
  "finClkSkew_ns": 0.0267,
  "clockBufferDepth": 2,
  "relSlewSlack_pct": 51.6,
  "design_area_mm2": 0.00971,
  "crit_fanout": 2,
  "ff2ff_setup_slack_ns": -0.61,
  "fp_util_pct": 51.7,
  "ys_area_mm2": 0.00658,
  "clockPowerShare_pct": 34.2,
  "r2r_end": "read_data[14]",
  "setup_ws_ns": -0.610,
  "vias_per_cell": 5.55,
  "outcome": "finished, violations left",
  "met1_length_mm": 8.24,
  "worstPathCellList": "nor2b_1, a311oi_1, a31oi_1, o21a_1",
  "top_layer": "met4",
  "drcViolationCount": 0,
  "p_sw_w": 0.00379,
  "clk_latency_ns": 0.42,
  "cp-start-kind": "flip-flop",
  "cts-hold-fix-buffers": 0,
  "grt-ovfl-total": 0,
  "synthCells": 480,
  "cts_sinks": 144,
  "hp-class": "reg -> reg",
  "r2r_cells": 4,
  "final_max_slew_viol_count": 0,
  "whs_path_depth": 1,
  "irDropWorstVdd_uv": 1500,
  "yosysCellCount": 480,
  "cts_root_buf": "clkbuf_16",
  "port_buffers": 41,
  "antenna_found_initial": 0,
  "p_seq_share_pct": 41.9,
  "mostFrequentLayoutCell": "mux2_4",
  "p_leak_nw": 4.63,
  "min_from": "genblk1[7].regg.MyData[12]",
  "gp_congestion": 0.813,
  "setup_violations": 144,
  "cpPeakStageDelay_ns": 0.34,
  "die_x_um": 117
}
[power groups by stage]
stage / registers, W / clock network (W) / logic (W)
finish: 0.00666 / 0.00543 / 0.00380
global route: 0.00677 / 0.00570 / 0.00407
CTS: 0.00663 / 0.00549 / 0.00366
[registers in the layout, summed over array words and instances (netlist names)]
| name | count |
|---|---|
| read_data | 16 |
| genblk1.regg.MyData | 128 |
[cells in the mapped netlist, types with 8 or more instances]
| cell type | number | share of area (%) |
|---|---|---|
| mux2_2 | 131 | 22 |
| dfrtn_1 | 128 | 49 |
| mux2i_1 | 27 | 4.1 |
| nand2_1 | 23 | 1.3 |
| edfxtp_1 | 16 | 7.3 |
| o21ai_0 | 13 | 0.99 |
| a21oi_1 | 12 | 0.91 |
| buf_2 | 12 | 0.91 |
| nor2_1 | 11 | 0.63 |
| o22ai_1 | 9 | 0.86 |
| a221oi_1 | 8 | 1.1 |
| buf_4 | 8 | 0.91 |
| o21bai_1 | 8 | 0.91 |
[per-layer routing]
layer  vias up  GRT usage, %
met5         -             0
met4         0          5.82
met3        21          8.30
met2       102          44.7
met1      2376          45.2
li1       2127             -
[final cells by class]
cell class	instances	area, um^2
Clock buffer	20	437
Clock inverter	12	168
Fill cell	808	3010
Inverter	4	18.8
Multi-Input combinational cell	301	3370
Sequential cell	144	3680
Tap cell	172	215
Timing Repair Buffer	181	1820
[cell families (layout without fill, tap and decap cells)]
group | after synthesis | after routing | share of synthesized area, %
AOI/OAI and AO/OA | 78 | 78 | 8.10
muxes | 159 | 159 | 26.9
DFF | 144 | 144 | 56.0
and+or+nand+nor | 64 | 64 | 5.97
buffers and inverters | 35 | 217 | 3.10
[critical path: cells and delay by family (launching register included)]
| kind | cells | cell delay [ns] |
|---|---|---|
| compound gates | 3 | 0.52 |
| flops | 1 | 0.34 |
| simple gates | 1 | 0.13 |
[worst max-delay path by stage]
stage	end	startpoint	slack (ns)
CTS	read_data[11]	genblk1[7].regg.MyData[11]	-0.64
global route	read_data[11]	genblk1[4].regg.MyData[11]	-0.69
finish	read_data[14]	genblk1[4].regg.MyData[14]	-0.61
[per-stage QoR]
step	util [%]	total power (W)	instances
floorplan	-	0.00851	480
global placement	65.8	0.00976	767
detailed placement	65.8	0.00984	767
CTS	75.9	0.0158	830
global route	76.4	0.0165	834
finish	76.4	0.0159	834
[timing repair]
action	CTS	global route
buffers inserted	24	7
pin swaps	15	16
cloned	7	0
gates resized	156	33
endpoints found under the setup margin	160	150
Power is estimated from default activity; no workload was simulated.
