$ cat flow/run.sh
#!/bin/bash
# OpenROAD 26Q1-2900-gdf79404cd8, Yosys 0.63+post, stock flow scripts
make -C /OpenROAD-flow-scripts/flow DESIGN_CONFIG=/design/flow/config.mk WORK_HOME=/design/flow/orfs finish
$ cat flow/config.mk
export PLATFORM = sky130hd
export DESIGN_NAME = regArray
export DESIGN_NICKNAME = regArray
export VERILOG_FILES = /design/flow/design.v
export SDC_FILE = /design/flow/constraint.sdc
export NUM_CORES = 4
export LEC_CHECK = 1
export CORE_UTILIZATION = 40
$ cat flow/constraint.sdc
current_design regArray

set clk_period 2.0
set clk_io_pct 0.2

create_clock -name clk0 -period $clk_period [get_ports {clk}]

set non_clock_inputs [all_inputs -no_clocks]
set_input_delay [expr $clk_period * $clk_io_pct] -clock clk0 $non_clock_inputs
set_output_delay [expr $clk_period * $clk_io_pct] -clock clk0 [all_outputs]
$ cat flow/design.v
module regArray #(parameter regNumnber=8 ,regBits =16 )(read_enable,write_enable,read_addr,write_addr,read_data,write_data,clk,rst);
input clk;
input rst;
input read_enable;
input write_enable;
input [$clog2(regNumnber)-1:0] read_addr;
input [$clog2(regNumnber)-1:0] write_addr;
input [regBits-1:0] write_data;
output [regBits-1:0] read_data;
reg[regBits-1:0] read_data;
reg [regBits-1:0] MyData [0:regNumnber-1];
integer i;
always@(posedge clk)
begin
if(read_enable)
 read_data= MyData[read_addr];
end
always@(negedge clk or posedge rst)
begin
if(rst)
 begin
  for(i=0 ; i<regNumnber ; i=i+1)
   MyData[i]=0;
 end
else if(write_enable)
 begin
 MyData[write_addr]=write_data;
 end
end
endmodule
==> job_summary.md <==
### Yosys + OpenROAD results

| Metric | Value |
|---|---|
| Yosys chip area | `~0.0065 mm^2` |
| Post-synth ARST share | `0.889` |
| Area delta synth->final | `47.6%` |
| Fin. Hold Viols | `0` |
| Hpwl dp | `~9.6 mm` |
| First-pass GRT wire length | `26.6 mm` |
| Place WS | `-1.03 ns` |
| Post-Syn Area per Cell | `13.9 um^2` |
| Worst Skew | `between 0.02 and 0.03 ns` |
| Grt total ovfl | `0` |
| Vias in the first global route | `about 4.7k` |
| Setup violations, final | `between 100 and 150` |
| Failing checks | `negative setup slack` |
| Die span in x | `about 130 um` |
| Die area | `0.0168 mm^2` |
| Starting DRT DRC Count | `269` |
| CP max FO | `2` |
| CTS tree | `built` |
| Setup crit start | `MyData[5][14]` |
| Setup CP Type | `register to register` |
| Largest net degree at the start of global routing | `25` |
| Critical R2R Launch | `MyData[5][14]` |
| EDFF count, synth | `16` |
| Most frequent cell after synthesis | `mux2_2` |
| Biggest area consumer among synthesized cells | `dfrtn_1` |
| Tool warnings | `28` |
| Die y size | `130 um` |
| Vias post-DR | `4,467` |
| Status | `finished with violations` |
| Final Max Slew Viols | `0` |
| # H-tree levels | `4` |
| Critical path endpoint | `read_data[14]` |
| DRC viols | `0` |
| Setup crit end kind | `register` |
| Num CTS Buffers | `17` |
| Synth Instances | `between 400 and 500` |
| WHS | `approximately 0.45 ns` |
| Worst hold-check path type | `register to register` |
| Worst path arrival time | `between 2 and 2.5 ns` |
| Synthesized area | `0.00651 mm^2` |
| Sink Count | `~140` |
| RR Endpoint | `read_data[14]` |
| Vias per inst | `5.26` |
| Synth top cells by count | `mux2_2, dfrtn_1, a21oi_1, nand2_1` |
| Inserted Diodes | `0` |
| Crit path DRT | `~2.2 ns` |
| Fp util | `0.410` |
| Remaining antenna violation count after routing | `0` |
| R2R setup slack | `-0.33 ns` |
| Seq share, synth | `0.565` |
| Row cnt | `46` |
| Synth unique cells | `33` |
| Worst vdd ir | `roughly 0.62 mV` |
| Avg WL per Cell | `19.7 um` |
| CP Launch Type | `register` |
| Fillcell total | `~1.2k` |
| Clock transition at path regs | `0.06 ns` |
| I/O pin count | `42` |
| Slew @ Worst Pin | `0.441 ns` |
| Max-cap violations | `0` |
| Total power | `about 9.3 mW` |
| Layout cells sized above 1 | `0.532` |
| Drt pass-1 iters | `4` |
| Ys cells | `469` |
| Gr usage total | `0.222` |
| Cell area leaders | `dfrtn_1, mux2_2, edfxtp_1` |
| Core ar. | `0.0159 mm^2` |
| Detailed Route WL | `between 15 and 20 mm` |
| Pwr per Cell Area | `between 900 and 1000 mW/mm^2` |
| I/O Buffers | `just over 40` |
| Cells on worst reg2reg path | `4` |
| RSZ-0062 raised after global routing | `yes` |
| Setup TNS | `-24.39 ns` |
| Yosys warning total | `2` |
| Latency at later pin | `approximately 0.42 ns` |
| Fin worst setup slack | `-0.328 ns` |
| Slew HR | `0.706` |
| Initial antenna violation count | `0` |
| Root buffer cell | `clkbuf_16` |
| Clock tree buffer depth | `2` |
| Ys flop type | `dfrtn_1` |
| Routability cong. | `about 0.83` |
| Pleak | `4.48 nW` |
| Top area contributor share | `0.492` |
| Synth flops | `144` |
## state kept, by name (all words and copies together), names as in the netlist
name	flops
read_data	16
MyData	128
## stage by stage
step,utilization,cell area (um^2),instances
detailed placement,0.520,8260,780
finish,0.605,9620,850
global route,0.605,9620,850
CTS,0.603,9580,843
floorplan,-,6910,469
global placement,0.520,8260,780
## metal layers
| layer | vias up | share of wire | global-route usage |
|---|---|---|---|
| met4 | 0 | 0.0075 | 0.0253 |
| met3 | 7 | 0.060 | 0.0559 |
| li1 | 2031 | - | - |
| met1 | 2320 | 0.48 | 0.357 |
| met2 | 109 | 0.46 | 0.328 |
| met5 | - | 0 | 0 |
## critical path, cell delays in order, from the launching register on
cell and delay [ns]:
dfrtn_1 0.34, mux2_4 0.27, a221oi_2 0.25, a21oi_1 0.07, o22a_1 0.17
## worst min path at each step
stage / startpoint / to / slack, ns / cells after the start
after CTS: MyData[5][0] / MyData[5][0] / 0.45 / 1
after global routing: MyData[0][14] / MyData[0][14] / 0.46 / 1
final: MyData[5][3] / MyData[5][3] / 0.45 / 1
## cell families (layout without fill, tap and decap cells)
kind of cell	after synthesis	after routing	synth area share
and+or+nand+nor	53	53	0.0522
AOI/OAI and AO/OA	87	87	0.0908
buffers and inverters	41	206	0.0353
DFF	144	144	0.565
muxes	144	144	0.256
## final cells by class
class	instances	area, um^2	area share
Tap cell	216	270	0.0281
Timing Repair Buffer	167	1840	0.191
Clock inverter	15	186	0.0194
Sequential cell	144	3680	0.383
Inverter	7	30.0	0.00312
Multi-Input combinational cell	284	3190	0.331
Clock buffer	17	425	0.0442
## power breakdown
group / switching (mW) / total [mW] / internal, mW
Clock: 1.24 / 3.22 / 1.98
Sequential: 0.328 / 3.97 / 3.65
Combinational: 0.683 / 2.14 / 1.46
## cell usage in the layout (no fill, tap or decap), types with 6 or more instances in the layout
cell type,synthesis,final
nor2_1,8,7
dfrtn_1,128,128
edfxtp_1,16,16
o21bai_1,11,11
mux2_4,8,123
clkinv_4,0,6
a21oi_1,27,21
nand2_1,20,19
buf_12,0,26
a31oi_1,9,9
buf_6,3,16
inv_1,7,6
a21oi_2,0,6
a221oi_2,0,7
mux2_2,130,15
clkbuf_16,0,19
buf_4,6,81
nor2b_1,11,11
clkdlybuf4s50_1,0,33
o22a_1,11,11
## what timing repair did
action                                  4_1_cts  5_1_grt
resized                                     115       23
cloned                                        7        0
pin swaps                                     9        9
endpoints found under the setup margin      144      144
hold buffers                                  0        0
setup buffers                                26       18
Power and IR drop assume default switching activity.
