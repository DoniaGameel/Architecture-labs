==> ./design.v <==
module encoder(in,out,enable);
input [7:0] in;
output [2:0] out;
wire [2:0] out;
input enable;
assign out = 
(enable==0)? 3'bzzz:
(in == 8'b 0000_0001)?3'b000:
(in == 8'b 0000_0010)?3'b001:
(in == 8'b 0000_0100)?3'b010:
(in == 8'b 0000_1000)?3'b011:
(in == 8'b 0001_0000)?3'b100:
(in == 8'b 0010_0000)?3'b101:
(in == 8'b 0100_0000)?3'b110:
(in == 8'b 1000_0000)?3'b111:3'bxxx;
endmodule
==> ./run.sh <==
#!/bin/bash
# OpenROAD 26Q1-2900-gdf79404cd8, Yosys 0.63+post, stock flow scripts
make -C /OpenROAD-flow-scripts/flow DESIGN_CONFIG=/design/flow/config.mk WORK_HOME=/design/flow/orfs finish
==> ./config.mk <==
export PLATFORM = sky130hd
export DESIGN_NAME = encoder
export DESIGN_NICKNAME = encoder
export VERILOG_FILES = /design/flow/design.v
export SDC_FILE = /design/flow/constraint.sdc
export NUM_CORES = 4
export LEC_CHECK = 1
export CORE_AREA = 10 10 70 70
export DIE_AREA = 0 0 80 80
==> ./constraint.sdc <==
current_design encoder

set clk_period 1.5
set clk_io_pct 0.2

create_clock -name clk0 -period $clk_period

set non_clock_inputs [all_inputs -no_clocks]
set_input_delay [expr $clk_period * $clk_io_pct] -clock clk0 $non_clock_inputs
set_output_delay [expr $clk_period * $clk_io_pct] -clock clk0 [all_outputs]
==> results_dict.tcl <==
# collected from the flow reports
set metrics [dict create \
    pin_count 12 \
    num-clock-buffers 0 \
    area_growth_syn_to_layout_pct 178.2 \
    num_vias 225 \
    first_global_vias 213 \
    criticalPathCategory "primary input to primary output" \
    flop_area_um2 0 \
    synthDistinctLibCells 9 \
    final_cycle_utilization_of_the_critical_path_pct 97.76 \
    antenna_cells_inserted 0 \
    synthCells 20 \
    yosysCellCount 20 \
    fp.dieH_um 80 \
    gpl.final_weighted_congestion 0.7402 \
    proportion_of_layout_cells_with_a_drive_suffix_above_1_pct 67.65 \
    peak_supply_drop_v 0.00002946 \
    post-synth-top-area-fraction_pct 18.18 \
    first_pass_iters 2 \
    run_status "completed" \
    syn_area_per_cell_um2 6.882 \
    hold_class "primary input to primary output" \
    number_of_nets_with_antenna_violations_after_detailed_routing 0 \
    seq_area_frac_synth_pct 0 \
    detailedRoute.firstIterationViolations 1 \
    port_buffers 11 \
    max-cap-violations 0 \
    grt_antenna_before_repair 0 \
    ys_chip_area_um2 137.6 \
    placement.cell_area_um2 316.6 \
    slew_headroom_pct 76.32 \
    seq_cell_count 0 \
    fp.coreArea_um2 3416 \
    finalHoldViolations 0 \
    highest_attainable_clock_frequency_mhz 682.0 \
    ctsHoldBuffers 0 \
    leakage_uw 0.0001201 \
    crit_required_ns 1.20 \
    power_density_nw_per_um2 204.8 \
    drc 0 \
    hold_ws_ns 0.9620 \
    min_delay_path_depth 4 \
    core_util_floorplan_pct 4.029 \
    post-layout-total-power_uw 78.42 \
    die_x_um 80 \
    drv_slew 0 \
    placement_rows 21 \
    worst_path_largest_cell_delay_ns 0.23 \
    worst-slew-pin-transition_ns 0.3520 \
    pin_count_of_the_biggest_net_entering_global_routing 8 \
    cp_cell_sequence "clkdlybuf4s15_2 > buf_6 > nor4b_4 > o31ai_2 > clkdlybuf4s15_1" \
    timing.critical_path.slowest_stage_cell "nor4b_4" \
    wirelength_per_cell_um 8.363 \
    finalCriticalPeriod_ns 1.466 \
    synthesis_warning_total 1 \
    cp-end-kind "primary output" \
    layout.cell_area.non_filler_um2 382.9 \
    final.setup.tns_ns 0 \
    mappedNetlistArea_um2 137.6 \
    area.combinational_um2 214.0 \
    filler_cell_count 399 \
    setup-violations-final 0 \
    gr-usage-all-layers_pct 1.848 \
    grt-ovfl-total 0 \
    arrival_ns 1.17 \
    first_pass_grt_wire_length_um 1000 \
    vias_per_cell 2.813 \
    synth.top_cells.by_area "nand2b_1 18%, nor4_1 14%, nor4b_1 13%, xnor2_1 13%, nor3_1 11%" \
    start_kind "primary input" \
    die_area_um2 6400 \
    route.final.wire_length_um 669 \
    log.warning_count 34 \
    synthDominantAreaCellType "nand2b_1" \
    crit_fanout 3 \
]
worst max-delay path, delay by kind of cell:
family	cells	cell delay, ns
AND-OR/OR-AND	1	0.09
buffers and inverters	3	0.55
AND/OR/NAND/NOR	1	0.23
final timing paths:
check	endpoint	start	slack [ns]
setup / recovery	out[0]	in[6]	0.03
hold / removal	out[2]	in[7]	0.96
what timing repair did:
| item | 4_1_cts | 5_1_grt |
|---|---|---|
| buffers inserted | 0 | 1 |
| setup endpoints to repair | 3 | 3 |
| pin swaps | 4 | 3 |
| gates resized | 46 | 9 |
per-layer routing:
layer,global-route usage [%],up-vias,share of wire [%]
li1,-,111,-
met2,2.970,8,43
met3,0.5682,0,14
met5,0,-,0
met1,2.507,106,42
met4,0,0,0
cell usage after synthesis:
library cell  number
nor4_1             3
nand2b_1           4
buf_6              1
nor4b_1            2
nor3_1             3
a211oi_1           2
o31ai_1            1
o21ai_1            2
xnor2_1            2
per-stage QoR:
step | cells | util [%] | setup slack (ns)
after floorplan | 20 | - | 0.4516
after global placement | 79 | 9.267 | -0.6435
after detailed placement | 79 | 9.267 | -0.6447
after CTS | 79 | 10.81 | -0.004934
after global routing | 80 | 11.21 | -0.003926
final | 80 | 11.21 | 0.03366
cell families after synthesis:
group                  Yosys count  synth area share (%)
AND-OR/OR-AND                    5                 23.64
buffers and inverters            1                 8.181
XOR/XNOR                         2                 12.73
AND/OR/NAND/NOR                 12                 55.45
cells in the final DEF, fill, tap and decap left out:
cell type        instances
nor4b_4                  1
a211oi_2                 2
clkdlybuf4s15_1          2
buf_4                    3
buf_2                    5
xnor2_1                  1
nor3_2                   1
nor3_1                   2
o31ai_2                  1
clkbuf_2                 2
buf_6                    2
nand2b_4                 2
clkdlybuf4s15_2          1
nor4b_1                  1
nor4_4                   2
xnor2_2                  1
o21ai_1                  2
nand2b_1                 2
nor4_1                   1
report_power, final:
part           leakage, µW  total [µW]  internal, µW  switching (µW)
clock network            0           0             0               0
registers                0           0             0               0
logic             0.000120        78.4          39.2            39.3
total             0.000120        78.4          39.2            39.3
area by class of cell:
type / instances / area share, %
Multi-Input combinational cell: 19 / 55.88
Tap cell: 46 / 15.03
Timing Repair Buffer: 15 / 29.09
Power figures rest on the tool's default switching activity, not on a simulated workload.
